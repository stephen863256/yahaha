==> ./design.v <==
`timescale 1ns / 1ps
module simu(
    input clk, key_q, rstn,
    input [9:0] keynum,
    input a, key_b, c, d, e, f,
    input larr, rarr, uarr, darr,
    input enter,
    output [15:0] r0, r1, r2, r3, r4, r5, r6, r7,
    output reg [15:0] pc, mar, mdr, ir, sadd,
    output [15:0] code0, code1, code2, code3, code4, code5, code6, code7, code8, code9, code10, code11,
    output reg editing
    );
    reg signed [15:0] r [7:0];
    assign r0 = r[0]; assign r1 = r[1]; assign r2 = r[2]; assign r3 = r[3]; assign r4 = r[4]; assign r5 = r[5]; assign r6 = r[6]; assign r7 = r[7];
    reg [15:0] memo [63:0];
    reg [15:0] code [11:0];
    assign code0 = memo[sadd[5:0] + 0]; assign code1 = memo[sadd[5:0] + 1]; assign code2 = memo[sadd[5:0] + 2]; assign code3 = memo[sadd[5:0] + 3]; assign code4 = memo[sadd[5:0] + 4]; assign code5 = memo[sadd[5:0] + 5]; assign code6 = memo[sadd[5:0] + 6]; assign code7 = memo[sadd[5:0] + 7];
    assign code8 = memo[sadd[5:0] + 8]; assign code9 = memo[sadd[5:0] + 9]; assign code10 = memo[sadd[5:0] + 10]; assign code11 = memo[sadd[5:0] + 11];
    reg [5:0] cs, ns;
    parameter S0 = 6'd0, S1 = 6'd1, S2 = 6'd2, S3 = 6'd3, S4 = 6'd4, S5 = 6'd5, S6 = 6'd6, S_ENTER = 6'd7, S_END = 6'd8, S_ADD = 6'd9, S_AND = 6'd10, S_NOT = 6'd11,
              S_BR = 6'd12, S_JMP = 6'd13, S_JSR = 6'd14, S_LD = 6'd15, S_LDI_1 = 6'd16, S_LDI_2 = 6'd17, S_LDR = 6'd18, S_LEA = 6'd19, S_ST = 6'd20, S_STI_1 = 6'd21,
              S_STI_2 = 6'd22, S_STR = 6'd23, S_TRAP = 6'd24;
    parameter TRAP = 4'b1111, ADD = 4'b0001, AND = 4'b0101, BR  = 4'b0000, JMP = 4'b1100, JSR = 4'b0100, LD = 4'b0010, LDI = 4'b1010, LDR = 4'b0110, LEA = 4'b1110,
              NOT  = 4'b1001, RTI = 4'b1000, ST  = 4'b0011, STI = 4'b1011, STR = 4'b0111;
    reg n, z, p;
    reg entering;
    always @ (*) begin
        ns = cs;
        case (cs)
            S0: begin
                if (key_q) ns = S1;
                else if (larr) ns = S2;
                else if (rarr) ns = S3;
                else if (uarr) ns = S4;
                else if (enter & ~entering) ns = S_ENTER;
                else if (darr || entering) ns = S5;
                else ns = S0;
            end
            S1: begin
                if (key_q) ns = S0;
                else ns = S1;
            end
            S2: ns = S0;
            S3: ns = S0;
            S4: ns = S0;
            S5: ns = S6;
            S6: begin
                case(ir[15:12])
                    TRAP: ns = S_TRAP;
                    ADD:  ns = S_ADD;
                    AND:  ns = S_AND;
                    NOT:  ns = S_NOT;
                    BR:   ns = S_BR;
                    JMP:  ns = S_JMP;
                    JSR:  ns = S_JSR;
                    LD:   ns = S_LD;
                    LDI:  ns = S_LDI_1;
                    LDR:  ns = S_LDR;
                    LEA:  ns = S_LEA;
                    ST:   ns = S_ST;
                    STI:  ns = S_STI_1;
                    STR:  ns = S_STR;
                endcase
            end
            S_ENTER: ns = S0;
            S_TRAP:  ns = S0;
            S_ADD:   ns = S_END;
            S_AND:   ns = S_END;
            S_NOT:   ns = S_END;
            S_BR:    ns = S_END;
            S_JMP:   ns = S_END;
            S_JSR:   ns = S_END;
            S_LD:    ns = S_END;
            S_LDR:   ns = S_END;
            S_LEA:   ns = S_END;
            S_ST:    ns = S_END;
            S_STR:   ns = S_END;
            S_LDI_1: ns = S_LDI_2;
            S_LDI_2: ns = S_END;
            S_STI_1: ns = S_STI_2;
            S_STI_2: ns = S_END;
            S_END:   ns = S0;
        endcase
    end
    always @(negedge rstn, posedge clk) begin
        if (!rstn) begin
            cs <= S0;
        end
        else cs <= ns;
    end
    always @(negedge rstn, posedge clk) begin
        if (!rstn) begin
            editing <= 0;
            entering <= 0;
            sadd <= 16'h3000;
            r[0] <= 0; r[1] <= 0; r[2] <= 0; r[3] <= 0; r[4] <= 0; r[5] <= 0; r[6] <= 0; r[7] <= 0;
            sadd <= 16'h3000; pc <= 16'h3000; mar <= 0; mdr <= 0; ir <= 0; 
            n <= 0; z <= 1; p <= 0;
        end
        else begin
            case(ns)
                S0: begin
                    editing <= 0;
                end
                S1: begin
                    editing <= 1;
                    if (keynum[0]) memo[sadd[5:0]] <= {memo[sadd[5:0]][11:0], 4'd0};
                    else if (keynum[1]) memo[sadd[5:0]] <= {memo[sadd[5:0]][11:0], 4'd1};
                    else if (keynum[2]) memo[sadd[5:0]] <= {memo[sadd[5:0]][11:0], 4'd2};
                    else if (keynum[3]) memo[sadd[5:0]] <= {memo[sadd[5:0]][11:0], 4'd3};
                    else if (keynum[4]) memo[sadd[5:0]] <= {memo[sadd[5:0]][11:0], 4'd4};
                    else if (keynum[5]) memo[sadd[5:0]] <= {memo[sadd[5:0]][11:0], 4'd5};
                    else if (keynum[6]) memo[sadd[5:0]] <= {memo[sadd[5:0]][11:0], 4'd6};
                    else if (keynum[7]) memo[sadd[5:0]] <= {memo[sadd[5:0]][11:0], 4'd7};
                    else if (keynum[8]) memo[sadd[5:0]] <= {memo[sadd[5:0]][11:0], 4'd8};
                    else if (keynum[9]) memo[sadd[5:0]] <= {memo[sadd[5:0]][11:0], 4'd9};
                    else if (a) memo[sadd[5:0]] <= {memo[sadd[5:0]][11:0], 4'ha};
                    else if (key_b) memo[sadd[5:0]] <= {memo[sadd[5:0]][11:0], 4'hb};
                    else if (c) memo[sadd[5:0]] <= {memo[sadd[5:0]][11:0], 4'hc};
                    else if (d) memo[sadd[5:0]] <= {memo[sadd[5:0]][11:0], 4'hd};
                    else if (e) memo[sadd[5:0]] <= {memo[sadd[5:0]][11:0], 4'he};
                    else if (f) memo[sadd[5:0]] <= {memo[sadd[5:0]][11:0], 4'hf};
                end
                S2: begin
                    if (sadd - 1 < 16'h3000) sadd <= 16'h3000;
                    else sadd <= sadd - 1;
                end
                S3: begin
                    if (sadd + 1 + 11 > 16'h303f) sadd <= 16'h303f - 11;
                    else sadd <= sadd + 1;
                end
                S4: begin
                    r[0] <= 0; r[1] <= 0; r[2] <= 0; r[3] <= 0; r[4] <= 0; r[5] <= 0; r[6] <= 0; r[7] <= 0;
                    sadd <= 16'h3000; pc <= 16'h3000; mar <= 0; mdr <= 0; ir <= 0; 
                    n <= 0; z <= 1; p <= 0;
                end
                S5: begin
                    mar <= pc;
                    pc <= pc + 1;
                end
                S6: begin
                    mdr <= memo[mar[11:0]];
                    ir <= memo[mar[11:0]];
                end
                S_ENTER: entering <= 1;
                S_ADD: begin
                    if (!ir[5]) begin
                        r[ir[11:9]] <= r[ir[8:6]] + r[ir[2:0]];
                        if ((r[ir[8:6]] + r[ir[2:0]]) < 0) begin 
                            n <= 1; z <= 0; p <= 0;
                        end
                        else if ((r[ir[8:6]] + r[ir[2:0]]) == 0) begin
                            n <= 0; z <= 1; p <= 0;
                        end
                        else begin
                            n <= 0; z <= 0; p <= 1;
                        end
                    end
                    else begin
                        r[ir[11:9]] <= r[ir[8:6]] + {{11{ir[4]}}, ir[4:0]};
                        if ((r[ir[8:6]] + {{11{ir[4]}}, ir[4:0]}) < 0) begin 
                            n <= 1; z <= 0; p <= 0;
                        end
                        else if ((r[ir[8:6]] + {{11{ir[4]}}, ir[4:0]}) == 0) begin
                            n <= 0; z <= 1; p <= 0;
                        end
                        else begin
                            n <= 0; z <= 0; p <= 1;
                        end
                    end
                end
                S_AND: begin
                    if (!ir[5]) begin
                        r[ir[11:9]] <= r[ir[8:6]] & r[ir[2:0]];
                        if ((r[ir[8:6]] & r[ir[2:0]]) < 0) begin 
                            n <= 1; z <= 0; p <= 0;
                        end
                        else if ((r[ir[8:6]] & r[ir[2:0]]) == 0) begin
                            n <= 0; z <= 1; p <= 0;
                        end
                        else begin
                            n <= 0; z <= 0; p <= 1;
                        end
                    end
                    else begin
                        r[ir[11:9]] <= r[ir[8:6]] & {{11{ir[4]}}, ir[4:0]};
                        if ((r[ir[8:6]] & {{11{ir[4]}}, ir[4:0]}) < 0) begin 
                            n <= 1; z <= 0; p <= 0;
                        end
                        else if ((r[ir[8:6]] & {{11{ir[4]}}, ir[4:0]}) == 0) begin
                            n <= 0; z <= 1; p <= 0;
                        end
                        else begin
                            n <= 0; z <= 0; p <= 1;
                        end
                    end
                end
                S_NOT: begin
                    r[ir[11:9]] <= ~r[ir[8:6]];
                    if ((~r[ir[8:6]]) < 0) begin 
                        n <= 1; z <= 0; p <= 0;
                    end
                    else if ((~r[ir[8:6]]) == 0) begin
                        n <= 0; z <= 1; p <= 0;
                    end
                    else begin
                        n <= 0; z <= 0; p <= 1;
                    end
                end
                S_BR: begin
                    if ((n & ir[11]) || (z & ir[10]) || (p & ir[9]))
                        pc <= pc + {{7{ir[8]}}, ir[8:0]};
                end
                S_JMP: pc <= r[ir[8:6]];
                S_JSR: begin
                    r[7] <= pc;
                    if (ir[11]) pc <= pc + {{7{ir[10]}}, ir[10:0]};
                    else pc <= r[ir[8:6]];
                end
                S_LD: begin
                    mar <= pc + {{7{ir[8]}}, ir[8:0]};
                    mdr <= memo[(pc + {{7{ir[8]}}, ir[8:0]}) & 6'h3F];
                    r[ir[11:9]] <= memo[(pc + {{7{ir[8]}}, ir[8:0]}) & 6'h3F];
                    if ((memo[(pc + {{7{ir[8]}}, ir[8:0]}) & 6'h3F ]) < 0) begin 
                        n <= 1; z <= 0; p <= 0;
                    end
                    else if ((memo[(pc + {{7{ir[8]}}, ir[8:0]} & 6'h3F)]) == 0) begin
                        n <= 0; z <= 1; p <= 0;
                    end
                    else begin
                        n <= 0; z <= 0; p <= 1;
                    end
                end
                S_LDI_1: begin
                    mdr <= memo[(pc + {{7{ir[8]}}, ir[8:0]}) & 6'h3F];
                end
                S_LDI_2: begin
                    mar <= mdr;
                    mdr <= memo[mdr & 6'h3F];
                    r[ir[11:9]] <= memo[mdr & 6'h3F];
                    if ((memo[mdr & 6'h3F]) < 0) begin 
                        n <= 1; z <= 0; p <= 0;
                    end
                    else if ((memo[mdr & 6'h3F]) == 0) begin
                        n <= 0; z <= 1; p <= 0;
                    end
                    else begin
                        n <= 0; z <= 0; p <= 1;
                    end
                end
                S_LDR: begin
                    mar <= r[ir[8:6]] + {{10{ir[5]}}, ir[5:0]};
                    mdr <= memo[(r[ir[8:6]] + {{10{ir[5]}}, ir[5:0]}) & 6'h3F];
                    r[ir[11:9]] <= memo[(r[ir[8:6]] + {{10{ir[5]}}, ir[5:0]}) & 6'h3F];
                    if ((memo[(r[ir[8:6]] + {{10{ir[5]}}, ir[5:0]}) & 6'h3F]) < 0) begin 
                        n <= 1; z <= 0; p <= 0;
                    end
                    else if ((memo[(r[ir[8:6]] + {{10{ir[5]}}, ir[5:0]}) & 6'h3F]) == 0) begin
                        n <= 0; z <= 1; p <= 0;
                    end
                    else begin
                        n <= 0; z <= 0; p <= 1;
                    end
                end
                S_LEA: begin
                    r[ir[11:9]] <= pc + {{7{ir[8]}}, ir[8:0]};
                end
                S_ST: begin
                    mar <= pc + {{7{ir[8]}}, ir[8:0]};
                    mdr <= r[ir[11:9]];
                    memo[(pc + {{7{ir[8]}}, ir[8:0]}) & 6'h3F] <= r[ir[11:9]];
                end
                S_STI_1: begin
                    mdr <= memo[(pc + {{7{ir[8]}}, ir[8:0]}) & 6'h3F];
                end
                S_STI_2: begin
                    mar <= mdr;
                    memo[mdr & 6'h3F] <= r[ir[11:9]];
                    mdr <= r[ir[11:9]];
                end
                S_STR: begin
                    mar <= r[ir[8:6]] + {{10{ir[5]}}, ir[5:0]};
                    mdr <= r[ir[11:9]];
                    memo[(r[ir[8:6]] + {{10{ir[5]}}, ir[5:0]}) & 6'h3F] <= r[ir[11:9]];
                end
                S_TRAP: begin
                    if (entering) entering <= 0;
                    pc <= pc - 1;
                end
                S_END: begin
                    if (pc > 16'h303f || pc < 16'h3000) begin
                        if (entering) entering <= 0;
                        pc <= pc - 1;
                    end
                end
            endcase
        end
    end
    genvar geni;
    generate
        for (geni = 0; geni < 64; geni = geni + 1) begin
            initial begin
                memo[geni] <= 0;
            end
        end
    endgenerate
endmodule
==> ./run.sh <==
#!/bin/bash
# OpenROAD 26Q1-2900-gdf79404cd8, Yosys 0.63+post, stock flow scripts
make -C /OpenROAD-flow-scripts/flow DESIGN_CONFIG=/design/flow/config.mk WORK_HOME=/design/flow/orfs finish
==> ./config.mk <==
export PLATFORM = sky130hd
export DESIGN_NAME = simu
export DESIGN_NICKNAME = simu
export VERILOG_FILES = /design/flow/design.v
export SDC_FILE = /design/flow/constraint.sdc
export NUM_CORES = 4
export LEC_CHECK = 1
export CORE_UTILIZATION = 30
==> ./constraint.sdc <==
current_design simu

set clk_period 18.6
set clk_io_pct 0.2

create_clock -name clk0 -period $clk_period [get_ports {clk}]

set non_clock_inputs [all_inputs -no_clocks]
set_input_delay [expr $clk_period * $clk_io_pct] -clock clk0 $non_clock_inputs
set_output_delay [expr $clk_period * $clk_io_pct] -clock clk0 [all_outputs]
==> changes_impl.md <==
## Flow update

- Grt total ovfl: 210000
- Placed cell count: 29300
- Largest net degree at the start of global routing: 93
- Clock Path Buffers: 4
- # clock sinks: 1262
- Most frequent cell after synthesis: a22oi_1
- Post-CTS Setup Inserts: 0
- Failed at: 5_1_grt
- Post-synthesis cell count: 20600
- Synthesized area: 160000 sq um
- FP Util: 30.2%
- GRT Util Overall: 145%
- EDFF count, synth: 1024
- Synthesized registers: 1262
- Post-synthesis cell type count: 104
- Die W: 732 microns
- DP HPWL: 2750000 microns
- CTS buffer count: 188
- Row count: 267
- Mean area per synthesized cell: 7.77 sq um
- First-pass GRT wire length: 4780000 microns
- Err: [ERROR GRT-0116] Global routing finished with congestion. Check the congestion regions in the DRC Viewer.
- # hold bufs at CTS: 0
- Vias in the first global route: 316000
- Yosys Instances: 20600
- Post-CTS Resized: 0
- YS warnings: 3
- Top cells by count, synth: a22oi_1, clkbuf_1, a221oi_1, a22o_1, nor2_1
- Post-synth ARST share: 18.9%
- Top-area cell share: 19.2%
- Post-synthesis chip area from yosys: 160000 sq um
- Commonest flop: edfxtp_1
- Io pins: 425
- H-tree level count: 4
- Port bufs: 424
- Largest cells by area after synthesis: edfxtp_1, a22oi_1, a221oi_1, a22o_1, clkbuf_1
- Gp weighted congestion: 2.10
- Clock root buffer: clkbuf_16
- Status: aborted with a tool error
- Yosys top cell by area: edfxtp_1
- Die height: 732 microns
- Synth Seq Share: 22.9%
layer usage:
layer	overflow	global-route usage, %
met5	1852	97.5
met4	12700	105
met1	65400	148
met2	98800	181
met3	30800	125
through the flow:
step	hold slack, ns	power [mW]	setup WS (ns)	cell area (sq um)
CTS	0.472	66.2	6.18	205000
floorplan	0.413	20.6	8.33	160000
detailed placement	0.463	62.0	7.29	198000
global placement	0.455	62.2	6.02	198000
cell families after synthesis:
logic type / share of synthesized area (%)
AND/OR/NAND/NOR: 17.6
flip-flops: 22.9
AND-OR/OR-AND: 46.9
multiplexers: 2.58
XOR/XNOR: 0.754
buffers and inverters: 8.41
adder cells (fa/ha/maj): 0.785
No activity file was given, so power comes from the tool's default toggle rates.
